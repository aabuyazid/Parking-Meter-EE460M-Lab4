**flow/design.v**
```verilog
`timescale 1ns / 1ps
module Second(
    input clk,
    output reg second
);
reg [26:0] second_divider = 0;
always @(posedge clk) 
begin
    if(second_divider == 50000000) begin 
        second <= ~second;
        second_divider <= 0;
    end
    else
    second_divider <= second_divider + 1;
end
endmodule
```
**flow/run.sh**
```bash
#!/bin/bash
# OpenROAD 26Q1-2900-gdf79404cd8, Yosys 0.63+post, stock flow scripts
make -C /OpenROAD-flow-scripts/flow DESIGN_CONFIG=/design/flow/config.mk WORK_HOME=/design/flow/orfs finish
```
**flow/config.mk**
```make
export PLATFORM = sky130hd
export DESIGN_NAME = Second
export DESIGN_NICKNAME = Second
export VERILOG_FILES = /design/flow/design.v
export SDC_FILE = /design/flow/constraint.sdc
export NUM_CORES = 4
export LEC_CHECK = 1
export CORE_AREA = 10 10 114 114
export DIE_AREA = 0 0 124 124
```
**flow/constraint.sdc**
```tcl
current_design Second

set clk_period 3.8
set clk_io_pct 0.2

create_clock -name clk0 -period $clk_period [get_ports {clk}]

set non_clock_inputs [all_inputs -no_clocks]
set_input_delay [expr $clk_period * $clk_io_pct] -clock clk0 $non_clock_inputs
set_output_delay [expr $clk_period * $clk_io_pct] -clock clk0 [all_outputs]
```
==> impl_metrics.ini <==
; yosys + openroad results
[route]
drtIter0Drc = 50
drc = 0
antennaDiodeCount = 0
detail_route.wl_per_cell_um = 8.436
vias_per_cell = 3.553
routed_wl_um = 2320
vias = 977
firstDrtPassIters = 4
ant_nets = 0

[timing]
drv_slew = 0
worstMarginPinSlew_ps = 354.5
finalHoldViolCount = 0
setup_violations = 0
min_period_ps = 1870
rsz0062_at_grt = no
clock_skew_ps = 8.070
fmax_mhz = 534.7
fin_crit_sh_pct = 49.21
setup_tns_ps = 0
max-slew-margin-rel_pct = 76.19

[setup_path]
worst-setup-path-type = reg2out
required_ps = 3040
start_kind = flop
max_stage_delay_ps = 480
cp_num_buf_inv = 1
cp_max_fo = 2
critPathTopFamily = buffers and inverters
slowest_stage = clkdlybuf4s50_1
critPathArrivalTime_ps = 1110
end_kind = output port
crit_chain = clkdlybuf4s50_1

[logic_synthesis]
ys.flops = 28
synth-xor-area-share_pct = 11.77
syn_inst = 139
compound_area_share_pct = 4.991
yosysWarnings = 1
yosysCellCount = 139
yosysSeqAreaShare_pct = 42.94
ys_top_logic_family = simple AND/OR/NAND/NOR gates
syn_area_per_cell_um2 = 9.560
netlist_area_um2 = 1329
ys_sh_simple_pct = 30.70
synth_cell_types = 38
mux_share_pct = 3.766
flop_cell = dfxtp_1
synth-edff-count = 1
ys_sh_adder_pct = 1.883
yosys-stat-area_um2 = 1329
postSynth.asyncResetShare_pct = 0

[power_and_ir_drop]
leakagePower_nw = 0.4682
power_mw = 0.5253
irDropWorstVdd_mv = 0.1757
p_per_area_nw_per_um2 = 339.6

[global_routing]
grt_pass1_wl_um = 3967
grt_remaining_overflow = 0
grt_max_degree = 17
grt.total_usage_pct = 3.077
grt_pass1_vias = 870
antenna_found_initial = 0

[run]
maxCapViolCount = 0
warnings = 26

[cts]
root_buffer = clkbuf_8
cts_inserted_buffers = 3
postCtsSetupBuffers = 0
ctsLongestPathBuffers = 2
cts.sinks = 28
worstSkewPairLatency_ps = 270
hold_buffers = 0
path_clk_slew_ps = 100
cts_tree = built
cts.repair.resized = 0
htree_levels = 1

[placement]
dp_hpwl_um = 1703
gp_congestion = 0.8520
io_buffers = 1

[finish]
area.growth.synth_to_final_pct = 16.38
n_fill_cell = 1160
drive_gt1_share_pct = 7.914

[die]
fp.dieW_um = 124
die_area_um2 = 15380
initial_core_util_pct = 12.76
die_h_um = 124
core-area_um2 = 10420
num_rows = 37
io_pins = 2

[min_path]
hold_path_class = reg2reg

[run_status]
outcome = finished clean
cell families after synthesis:
family | count (synthesis)
multiplexers | 5
buffers and inverters | 10
AND/OR/NAND/NOR | 66
flip-flops | 28
adder cells (fa/ha/maj) | 2
AND-OR/OR-AND | 11
XOR/XNOR | 17
synth_stat cells, types with 3 or more instances:
cell type,instances,area (um2)
o21ai_0,4,20.02
nand2_1,10,37.54
nand3_1,8,40.04
inv_1,5,18.77
and3_1,5,31.28
xor2_1,5,43.79
nand4_1,12,75.07
mux2i_1,5,50.05
and2_1,3,18.77
dfxtp_1,27,540.5
and4_1,5,43.79
nor2_1,8,30.03
xnor2_1,11,96.34
path summary, 6_finish.rpt:
check                                  end                     startpoint  slack [ps]  depth (start not counted)
max                                 second               second$_DFFE_PN_        1930                          1
min          second_divider[22]$_SDFF_PN0_  second_divider[22]$_SDFF_PN0_         460                          1
max reg2reg               second$_DFFE_PN_   second_divider[4]$_SDFF_PN0_        2060                          3
min reg2reg  second_divider[22]$_SDFF_PN0_  second_divider[22]$_SDFF_PN0_         460                          1
where the power goes:
group | leakage, nW | switching [mW] | internal (mW)
clock | 0.0357 | 0.0897 | 0.141
combinational | 0.204 | 0 | 0
sequential | 0.229 | 0 | 0.295
total | 0.468 | 0.0897 | 0.436
flip-flops by register name, summed over array words and instances, names as in the netlist:
register,cells
second,1
second_divider,27
per-layer routing:
layer | vias up | track usage (%) | share of wire, %
met1 | 465 | 4.210 | 51
met3 | 4 | 0.9183 | 3.4
li1 | 501 | - | -
met2 | 7 | 4.768 | 44
met5 | - | 0 | 0
met4 | 0 | 0.5755 | 1.4
layout make-up:
cell class | instances | area, um2 | area share [%]
clock buffers | 3 | 41.29 | 2.670
multi-input cells | 101 | 705.7 | 45.63
clock inverters | 1 | 30.03 | 1.942
well taps | 136 | 170.2 | 11.00
repair buffers | 1 | 10.01 | 0.6473
flip-flops and latches | 28 | 570.5 | 36.89
inverters | 5 | 18.77 | 1.214
per-stage QoR:
step           cells  hold slack, ps  area (um2)  setup WS (ps)  utilization, %
2_1_floorplan    139           422.2        1329           2285               -
3_5_place_dp     271           452.8        1475           2049           14.16
4_1_cts          275           464.1        1546           1912           14.85
6_report         275           459.9        1546           1930           14.85
5_1_grt          275           487.0        1546           1845           14.85
3_3_place_gp     271           461.0        1475           2071           14.16
layout by cell type (no fill, tap or decap), types with 2 or more instances in the layout:
master / count
a21oi_1: 2
and2_1: 3
and3_1: 5
and4_1: 5
clkbuf_8: 3
dfxtp_1: 27
ha_1: 2
inv_1: 5
mux2i_1: 5
nand2_1: 10
nand3_1: 8
nand4_1: 12
nor2_1: 8
nor3_1: 2
nor4_1: 2
o21ai_0: 4
o22ai_1: 2
xnor2_1: 11
xor2_1: 5
Power figures rest on the tool's default switching activity, not on a simulated workload.
