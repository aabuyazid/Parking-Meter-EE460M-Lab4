### design/flow/config.mk
export PLATFORM = sky130hd
export DESIGN_NAME = Decrementer
export DESIGN_NICKNAME = Decrementer
export VERILOG_FILES = /design/flow/design.v
export SDC_FILE = /design/flow/constraint.sdc
export NUM_CORES = 4
export LEC_CHECK = 1
export CORE_AREA = 10 10 70 70
export DIE_AREA = 0 0 80 80
### design/flow/constraint.sdc
current_design Decrementer

set clk_period 3.8
set clk_io_pct 0.2

create_clock -name clk0 -period $clk_period [get_ports {half_second}]

set non_clock_inputs [all_inputs -no_clocks]
set_input_delay [expr $clk_period * $clk_io_pct] -clock clk0 $non_clock_inputs
set_output_delay [expr $clk_period * $clk_io_pct] -clock clk0 [all_outputs]
### design/flow/design.v
`timescale 1ns / 1ps
module Decrementer(
    input half_second,
    input [15:0] adder_value,
    output [15:0] decrement_value,
    output below200
);
reg decrement = 0;
reg [15:0] decrement_value_reg;
assign decrement_value = decrement_value_reg;
assign below200 = (decrement_value < 200) ? 1:0;
always @(*) begin
    if(decrement) begin
        if(adder_value > 0) 
            decrement_value_reg = adder_value - 1;
        else
            decrement_value_reg = 0;
    end
    else 
        decrement_value_reg = adder_value;
end
always @(posedge half_second) begin
    decrement = ~decrement;
end
endmodule
### design/flow/run.sh
#!/bin/bash
# OpenROAD 26Q1-2900-gdf79404cd8, Yosys 0.63+post, stock flow scripts
make -C /OpenROAD-flow-scripts/flow DESIGN_CONFIG=/design/flow/config.mk WORK_HOME=/design/flow/orfs finish
==> impl_metrics.csv <==
group,metric,value,unit
layout,fin_area,1280,um2
sta,grt_setup_unrepaired,"true",
run,max_cap_viol_count,0,
sta,worst_hold_slack,0.455,ns
synthesis,syn_area_per_cell,6.40,um2
status,status,"finished, final reports clean",
floorplan,dieArea,6400,um2
layout,seq_area,20.0,um2
placed_design,dp.cells,198,
synthesis,ys_area,544,um2
global_routing,grt_overflow,0,
critical_path,worst_setup_path_end_kind,"output port",
sta,layout_setup_ws,0.0723,ns
detailed_routing,firstDrtPassIters,4,
layout,layout-drive-gt1-share,38.2,%
detailed_routing,drcViolationCount,0,
detailed_routing,diodes,0,
floorplan,fp.dieW,80,um
sta,relSlewSlack,79.0,%
pwr,p_leak,0.570,nW
detailed_routing,ant_nets,0,
detailed_routing,drt_wl_total,2270,um
global_routing,antenna_found_initial,0,
critical_path,critPathLaunchType,"primary input",
pwr,p_int,0.0638,mW
synthesis,ys_warn_count,1,
pwr,seqPwrFrac,11.5,%
critical_path,cp_max_fo,2,
sta,worst_pin_slew,0.312,ns
placed_design,portBuffers,33,
layout,layout.area.comb,538,um2
sta,skew,0,ns
min_path,worstHoldPathType,"register to register",
critical_path,worstSetupPathType,"primary input to output port",
synthesis,syn_area,544,um2
floorplan,die_h,80,um
cts,clk_latency,0,ns
layout,area_growth_syn_to_layout,136,%
synthesis,ys.flops,1,
sta,timing.setup.tns,0,ns
layout,utilization,37.6,%
sta,hold_viol,0,
global_routing,grt_pass1_wl,3850,um
pwr,sw_frac_of_total,31.8,%
floorplan,fp_util,15.9,%
sta,fmax,0.268,GHz
pwr,p_total,0.0935,mW
global_routing,grt_max_degree,10,
critical_path,r2r_start,"decrement$_DFF_P_",
layout,finalNonFillerCells,203,
detailed_routing,dr_total_vias,840,
critical_path,r2r-end,"decrement$_DFF_P_",
floorplan,io_pins,34,
pwr,clkPwrFrac,0,%
synthesis,ys_seq_share,3.68,%
synthesis,synthCells,85,
detailed_routing,drt_iter0_drc,35,
placed_design,dp_hpwl,1850,um
global_routing,grt_pass1_vias,885,
critical_path,startpoint,"adder_value[6]",
detailed_routing,wl_per_cell,11.2,um
sta,setup_viol,0,
synthesis,ys_cells,85,
pwr,netSwitchingPower,0.0297,mW
detailed_routing,vias_per_cell,4.14,
floorplan,coreArea,3420,um2
sta,drv_slew,0,
pwr,p_comb_share,88.5,%
sta,finalCriticalPeriod,3.73,ns
cts,clkSlewWorstSetupHoldPaths,0,ns
global_routing,grtUsageTotal,6.93,%
pwr,powerDensity,72.8,nW/um2
floorplan,num_rows,21,
critical_path,reg2reg_depth,1,
critical_path,cp-endpoint,"decrement_value[15]",
run,warnings,29,
critical_path,cp_data_required_time,3.04,ns
placed_design,gp_congestion,0.816,
critical_path,crit_arrival,2.97,ns
placed_design,dp_slack,-0.317,ns
layout,fill_cells,376,
sta,period_used_share,98.1,%
synthesis,synth_cell_type_count,33,
layout,largest_reg_flops,1,
pwr,vdd_ir_drop_max,59.4,uV
critical_path,r2r_slack,3.20,ns
placed_design,placed_area,1200,um2
## worst min-delay path by stage
stage | from | end | depth (start not counted) | slack, ns
4_1_cts | decrement$_DFF_P_ | decrement$_DFF_P_ | 1 | 0.45
5_1_grt | decrement$_DFF_P_ | decrement$_DFF_P_ | 1 | 0.51
6_report | decrement$_DFF_P_ | decrement$_DFF_P_ | 1 | 0.45
## Yosys cell counts
master,instances,share of area (%)
a211o_1,1,1.6
a211oi_1,2,2.8
a21o_1,2,2.8
a21oi_1,1,0.92
a311oi_2,1,2.8
a41oi_1,1,1.6
clkbuf_1,3,2.1
dfxtp_1,1,3.7
ha_1,1,2.3
inv_1,5,3.4
mux2_2,1,2.1
mux2_4,1,2.8
mux2i_1,1,1.8
nand2_1,10,6.9
nand3_1,2,1.8
nand3_2,1,1.8
nand3b_1,1,1.4
nand4_1,2,2.3
nor2_1,16,11
nor2b_1,1,1.2
nor3_1,5,4.6
nor3b_2,1,2.3
nor4_1,3,3.4
nor4_4,1,3.9
nor4bb_1,1,1.8
o21ai_0,5,4.6
o22ai_1,1,1.2
or3_1,2,2.3
or3_2,1,1.4
or4_1,1,1.4
or4_2,1,1.6
xnor2_1,7,11
xor2_1,2,3.2
## critical path, stage by stage
cell and delay, ns:
dlygate4sd2_1 0.27, nor4_4 0.29, nand3_2 0.11, or3_4 0.34
or3_4 0.37, mux2_4 0.32, buf_4 0.13, clkdlybuf4s50_1 0.39
## logic make-up after synthesis
logic type | share of synthesized area [%]
XOR/XNOR | 14.5
AND-OR/OR-AND | 18.2
adder cells (fa/ha/maj) | 2.30
buffers and inverters | 5.52
AND/OR/NAND/NOR | 49.2
multiplexers | 6.67
flip-flops | 3.68
## cells in the final DEF, fill, tap and decap left out, types with 2 or more instances in the layout
cell and n:
inv_1 5, nand3_1 2, clkdlybuf4s50_1 20, buf_4 42
dlygate4sd2_1 7, or3_4 2, nor2_2 2, dlymetal6s2s_1 5
xnor2_1 7, nor3_1 4, nor2_1 14, nor4_1 2
o21ai_0 5, a21o_1 2, nand2_1 9, xor2_1 2
nand4_1 2
## power groups by stage
| stage | registers (mW) | logic, mW | clock network, mW |
|---|---|---|---|
| 4_1_cts | 0.0107 | 0.0826 | 0 |
| 5_1_grt | 0.0107 | 0.0915 | 0 |
| 6_report | 0.0107 | 0.0828 | 0 |
## timing repair
| action | in CTS | in global routing |
|---|---|---|
| setup endpoints to repair | 3 | 12 |
| setup buffers | 3 | 2 |
| resized | 12 | 12 |
| hold buffers | 0 | 0 |
| cloned | 0 | 0 |
| pin swaps | 4 | 5 |
## area by class of cell
type	count	area share (%)
Timing Repair Buffer	75	50.6
Multi-Input combinational cell	76	41.9
Tap cell	46	4.48
Sequential cell	1	1.56
Inverter	5	1.46
## per-layer routing
metal / routed length [um] / GRT usage (%)
met3: 163 / 2.05
met1: 1200 / 9.99
met5: 0 / 0
met2: 902 / 10.5
met4: 0 / 0
Power and IR drop assume default switching activity.
