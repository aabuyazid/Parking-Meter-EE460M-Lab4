**./config.mk**
```make
export PLATFORM = sky130hd
export DESIGN_NAME = DisplayController
export DESIGN_NICKNAME = DisplayController
export VERILOG_FILES = /design/flow/design.v
export SDC_FILE = /design/flow/constraint.sdc
export NUM_CORES = 4
export LEC_CHECK = 1
export CORE_UTILIZATION = 30
```
**./constraint.sdc**
```tcl
current_design DisplayController

set clk_period 22.0
set clk_io_pct 0.2

create_clock -name clk0 -period $clk_period [get_ports {clk}]
create_clock -name clk1 -period $clk_period [get_ports {half_second}]
create_clock -name clk2 -period $clk_period [get_ports {second}]

set non_clock_inputs [all_inputs -no_clocks]
set_input_delay [expr $clk_period * $clk_io_pct] -clock clk0 $non_clock_inputs
set_output_delay [expr $clk_period * $clk_io_pct] -clock clk0 [all_outputs]
```
**./design.v**
```verilog
`timescale 1ns / 1ps
module DisplayController(
    input clk,
    input second,
    input half_second,
    input isZero,
    input below200,
    input [15:0] meter_data,
    output [3:0] an,
    output [6:0] sseg
);
wire [15:0] digits; 
wire [27:0] sev_seg_data;
wire slow_clk;
SSEGClkDivider div1 (.clk(clk), .slow_clk(slow_clk));
bin2BCD b1 (.bin_value(meter_data),.BCD_value(digits));
hexto7segment left (.x(digits[15:12]),.r(sev_seg_data[27:21]));
hexto7segment mid_left (.x(digits[11:8]),.r(sev_seg_data[20:14]));
hexto7segment mid_right (.x(digits[7:4]),.r(sev_seg_data[13:7]));
hexto7segment right (.x(digits[3:0]),.r(sev_seg_data[6:0]));
ParkingMeterDisplay d1 (.clk(slow_clk), .second(second), .half_second(half_second),
    .isZero(isZero),.below200(below200), .sev_seg_data(sev_seg_data),.an(an),.sseg(sseg));
endmodule
`timescale 1ns / 1ps
module ParkingMeterDisplay(
    input clk,
    input second,
    input half_second,
    input isZero,
    input below200,
    input [27:0] sev_seg_data,
    output reg [3:0] an,
    output reg [6:0] sseg
    );
    reg alternate = 0;
    reg alternateFaster = 0;
    reg [1:0] state;
    reg [1:0] next_state;
    always @ (*) begin
        case (state)
            2'b00: begin
                sseg = sev_seg_data[27:21];
                next_state = 2'b01;
            end
            2'b01: begin
                sseg = sev_seg_data[20:14];
                next_state = 2'b10;
            end
            2'b10: begin
                sseg = sev_seg_data[13:7];
                next_state = 2'b11;
            end
            2'b11: begin
                sseg = sev_seg_data[6:0];
                next_state = 2'b00;
            end
        endcase
    end
    always @(posedge second) begin
        alternate = ~alternate;
    end
    always @(posedge half_second) begin
        alternateFaster = ~alternateFaster;
    end
    always @(posedge clk) begin
        if((below200 && alternate) || (isZero && alternateFaster))
            an = 4'b1111;
        else begin
            case (state)
                2'b00: an = 4'b1011;
                2'b01: an = 4'b1101;
                2'b10: an = 4'b1110;
                2'b11: an = 4'b0111;
            endcase
        end
        state <= next_state;
    end
endmodule
`timescale 1ns / 1ps
module SSEGClkDivider(
    input clk,
    output slow_clk
);
reg [18:0] COUNT;  
assign slow_clk = COUNT[18];
always @(posedge clk) begin
    COUNT = COUNT + 1;
end
endmodule
`timescale 1ns / 1ps
module bin2BCD(
    input [15:0] bin_value,
    output reg [15:0] BCD_value 
    );
    reg [15:0] temp;
    always @ (*) begin
        temp = bin_value;
        BCD_value [3:0] = temp % 10;
        temp = temp/10; 
        BCD_value [7:4] = temp % 10;
        temp = temp/10;
        BCD_value [11:8] = temp % 10;
        temp = temp/10;
        BCD_value [15:12] = temp % 10;
    end    
endmodule
`timescale 1ns / 1ps
module hexto7segment(
    input [3:0] x,
    output reg [6:0] r
    );
    always @ (*)
        case (x)
            4'b0000: r = 7'b0000001;
            4'b0001: r = 7'b1001111;
            4'b0010: r = 7'b0010010;
            4'b0011: r = 7'b0000110;
            4'b0100: r = 7'b1001100;
            4'b0101: r = 7'b0100100;
            4'b0110: r = 7'b0100000;
            4'b0111: r = 7'b0001111;
            4'b1000: r = 7'b0000000;
            4'b1001: r = 7'b0000100;
            default: r = 7'b1111111;
        endcase
endmodule
```
**./run.sh**
```bash
#!/bin/bash
# OpenROAD 26Q1-2900-gdf79404cd8, Yosys 0.63+post, stock flow scripts
make -C /OpenROAD-flow-scripts/flow DESIGN_CONFIG=/design/flow/config.mk WORK_HOME=/design/flow/orfs finish
```
==> results_slide.txt <==
Implementation Results

Floorplan
  – Ports: 32
  – Die H: between 150 and 200 um
  – Pre-placement core utilization: 0.306
  – Core Box Area: 0.0338 mm^2
  – Die span in x: about 190 um
  – Chip area: ~0.035 mm^2
  – Row count: about 67

Status
  – Violated checks: negative setup slack
  – Outcome: finished, violations left

Critical path
  – Max stage delay on crit path: about 0.61 ns
  – Crit path launch type: primary input
  – CP arrival: 18.91 ns
  – Crit. End Element: primary output
  – Origin of the worst setup path: meter_data[13]
  – Top cell by count, worst path: buf_6
  – Worst Path Required: between 15 and 20 ns
  – CP Class: in -> out
  – FF-to-FF Start: div1.COUNT[2]$_DFF_P_
  – Max FO, Critical Path: 7
  – Slowest stage cell, crit path: or4_4

STA
  – Setup violators final: 7
  – Slew headroom: 0.491
  – Min Hold Slack: ~0.36 ns
  – Slew Viols, Final: 0
  – Register pins left without a clock: 6
  – Final worst slack: -1.31 ns
  – Clock skew: 0.00382 ns
  – Post-Route Setup TNS: -8.08 ns
  – Endpoints left unconstrained: 10
  – RSZ-0062 raised after global routing: yes
  – Slew @ Worst Pin: about 0.76 ns
  – Hold Vio Cnt, Final: 0

Placement
  – RD Place Congestion: ~1
  – Placed Instance Area: roughly 0.015 mm^2
  – I/O Buffers: 29
  – Post-detail-place hpwl: ~30000 um

Route
  – Residual DRC: 0
  – Antenna Nets Post-Route: 0
  – First-pass iteration count of the detailed router: 6
  – Initial DRC count: between 800 and 900
  – Antenna diodes: 0
  – Avg WL per Cell: about 15 um
  – Final wirelength: 39400 um
  – Via/cell ratio: ~5.5
  – Detailed-route via count: between 10000 and 15000

Final layout
  – Flop area: about 540 um^2
  – Fin util: 0.503
  – Post-Layout Inst Area: approximately 0.017 mm^2
  – Syn-to-layout area delta: 64.0%
  – Gate Area: between 0.01 and 0.015 mm^2
  – FILL cells: 3071
  – Layout cells sized above 1: 0.417

Clock tree
  – H-Tree Depth: 1
  – CTS buffer count: 3
  – # hold bufs at CTS: 0
  – CTS tree: done
  – CTS root buffer: clkbuf_16
  – Clock transition at path regs: 0 ns
  – Clk buf depth: 2

GRT
  – Largest net degree at the start of global routing: 24
  – Initial antenna violation count: 0
  – Gr usage total: 0.218
  – Vias in the first global route: about 13000
  – First-pass GRT wire length: 65100 um
  – Grt ovf: 0

Yosys
  – Top_reg_cell synth: dfxtp_1
  – Yosys cell types: about 110
  – Mapped cell area: between 0.01 and 0.015 mm^2
  – Yosys chip area: ~0.010 mm^2
  – Cell count listed in synth_stat.txt: 1582
  – Sequential area share after synthesis: 0.0522
  – YS warnings: 4
  – Syn avg cell area: 6.54 um^2
  – Ys async rst share: 0
  – Synth flops: 27
  – Mapped Cells: 1582
  – Number of enable flip-flop cells: 0

Min path
  – Min-delay worst type: reg -> reg
  – Critical hold path startpoint: d1.alternateFaster$_DFF_P_

Run
  – Tool warnings: approximately 60
  – Max-Cap Viols: 0
[state kept, by name (all words and copies together) (netlist names)]
name	cells
div1.COUNT	19
d1.an	4
d1.alternate	1
d1.state	2
d1.alternateFaster	1
[final cells by class]
| class | instances | share of cell area |
|---|---|---|
| multi-input combinational | 1412 | 0.620 |
| inverter | 62 | 0.0143 |
| timing repair buffer | 641 | 0.296 |
| sequential | 27 | 0.0318 |
| tap | 448 | 0.0330 |
| clock buffer | 4 | 0.00464 |
[layer usage]
layer,up-vias,track usage,share of wire
li1,7168,-,-
met1,6663,0.326,0.49
met2,389,0.351,0.45
met3,58,0.0118,0.045
met4,0,0.0363,0.015
met5,-,0,0
[logic make-up (layout without fill, tap and decap cells)]
| logic type | after synthesis | count (layout) | synth area share |
|---|---|---|---|
| AOI/OAI and AO/OA | 578 | 578 | 0.403 |
| xor gates and xnor gates | 74 | 74 | 0.0633 |
| adders and majority gates | 55 | 55 | 0.0648 |
| buffers and inverters | 143 | 707 | 0.0568 |
| DFF | 27 | 27 | 0.0522 |
| muxes | 43 | 43 | 0.0431 |
| and+or+nand+nor | 662 | 662 | 0.317 |
[Yosys cell counts, drive strengths merged, types with 21 or more instances]
master | n | area [um^2]
nand2 | 193 | 734
nor2 | 145 | 554
o21ai | 115 | 583
a21oi | 109 | 568
nand3 | 76 | 385
xnor2 | 63 | 552
nor3 | 62 | 355
inv | 61 | 231
clkbuf | 52 | 195
ha | 48 | 601
a211oi | 36 | 320
a31oi | 33 | 221
mux2i | 33 | 334
buf | 29 | 158
o211ai | 29 | 223
dfxtp | 27 | 541
o21a | 25 | 188
nor4 | 24 | 163
nand4 | 23 | 144
and2 | 22 | 138
and3 | 22 | 138
o22ai | 21 | 131
[worst max-delay path, delay by kind of cell]
family                     cells  cell delay, ns
AOI/OAI and AO/OA             29            5.57
and+or+nand+nor               22            5.49
buffers and inverters         13            1.48
adders and majority gates      4            0.72
muxes                          3            0.70
xor gates and xnor gates       3            0.54
[per-stage QoR]
step / std cells / setup slack [ns]
4_1_cts: 2572 / -1.15
3_5_place_dp: 2514 / -2.32
5_1_grt: 2594 / -1.86
6_report: 2594 / -1.31
3_3_place_gp: 2514 / -2.24
2_1_floorplan: 1582 / -1.58
[final timing paths]
kind | endpoint | slack [ns] | cells past startpoint
worst max-delay path | sseg[1] | -1.31 | 74
worst min-delay path | d1.alternateFaster$_DFF_P_ | 0.36 | 1
worst max register to register | div1.COUNT[18]$_DFF_P_ | 20.33 | 6
worst min register to register | d1.alternateFaster$_DFF_P_ | 0.36 | 1
max in group clk2 | d1.alternate$_DFF_P_ | 21.53 | 1
max in group clk1 | d1.alternateFaster$_DFF_P_ | 21.54 | 1
min in group clk2 | d1.alternate$_DFF_P_ | 0.37 | 1
min in group clk0 | div1.COUNT[0]$_DFF_P_ | 0.45 | 1
[timing repair]
action	4_1_cts	5_1_grt
gates cloned	0	0
resized	160	125
setup buffers	55	29
setup endpoints to repair	7	7
pin swaps	80	85
[placed cells by master, fill, tap and decap left out, types with 22 or more instances in the layout]
master,n
nor2_1,133
buf_6,37
nand2_1,180
o211ai_1,28
nor3_1,45
nand4_1,23
dfxtp_1,27
a31oi_1,28
a21oi_1,84
nand3_1,68
o21ai_0,83
ha_1,37
a211oi_1,22
xnor2_1,58
mux2i_1,30
inv_1,50
buf_4,572
